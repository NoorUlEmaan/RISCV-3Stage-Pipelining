<file path="./config.mk">
export PLATFORM = sky130hd
export DESIGN_NAME = reg_de_mw
export DESIGN_NICKNAME = reg_de_mw
export VERILOG_FILES = /design/flow/design.v
export SDC_FILE = /design/flow/constraint.sdc
export NUM_CORES = 4
export LEC_CHECK = 1
export CORE_AREA = 10 10 239 239
export DIE_AREA = 0 0 249 249
</file>
<file path="./constraint.sdc">
current_design reg_de_mw

set clk_period 1.0
set clk_io_pct 0.2

create_clock -name clk0 -period $clk_period [get_ports {clk}]

set non_clock_inputs [all_inputs -no_clocks]
set_input_delay [expr $clk_period * $clk_io_pct] -clock clk0 $non_clock_inputs
set_output_delay [expr $clk_period * $clk_io_pct] -clock clk0 [all_outputs]
</file>
<file path="./run.sh">
#!/bin/bash
# OpenROAD 26Q1-2900-gdf79404cd8, Yosys 0.63+post, stock flow scripts
make -C /OpenROAD-flow-scripts/flow DESIGN_CONFIG=/design/flow/config.mk WORK_HOME=/design/flow/orfs finish
</file>
<file path="./design.v">
module reg_de_mw
(
    input logic rst, clk,
    input logic rf_wr_de,
    input logic csr_rf_wr_de, csr_rf_rd_de,
    input logic [1:0] wb_sel_de,
    input logic [4:0] mem_op_de,
    input logic [11:0] csr_addr_de,
    input logic [31:0] instruction_de, pc_de, alu_de, data_wr_de, csr_wdata_de,
    output logic rf_wr_mw,
    output logic csr_rf_wr_mw, csr_rf_rd_mw,
    output logic [1:0] wb_sel_mw,
    output logic [4:0] mem_op_mw,
    output logic [11:0] csr_addr_mw,
    output logic [31:0] instruction_mw, pc_mw, alu_mw, data_wr_mw, csr_wdata_mw
);
    always_ff @(posedge clk or posedge rst) 
    begin
        if (rst)
        begin
            instruction_mw <= 32'h00000013;
            rf_wr_mw <= 0;
            wb_sel_mw <= 0;
            mem_op_mw <= 0;
            pc_mw <= 0;
            alu_mw <= 0;
            data_wr_mw <= 0;
            csr_wdata_mw <= 0;
            csr_addr_mw <= 0;
            csr_rf_wr_mw <= 0;
            csr_rf_rd_mw <= 0;
        end
        else
        begin
            instruction_mw <= instruction_de;
            rf_wr_mw <= rf_wr_de;
            wb_sel_mw <= wb_sel_de;
            mem_op_mw <= mem_op_de;
            pc_mw <= pc_de;
            alu_mw <= alu_de;
            data_wr_mw <= data_wr_de;
            csr_wdata_mw <= csr_wdata_de; 
            csr_addr_mw <= csr_addr_de;
            csr_rf_wr_mw <= csr_rf_wr_de;
            csr_rf_rd_mw <= csr_rf_rd_de;
        end
    end
endmodule
</file>
==> results_slide.txt <==
Physical Implementation Snapshot

Status
  – Run status: finished, violations left
  – Failing checks: setup timing

Synthesis
  – Area of the mapped netlist: 0.00456 mm^2
  – Synth Instances: 183
  – Library cells used by synthesis: 3
  – Ys cells: 183
  – YS chip area: 0.00456 mm^2
  – YS warnings: 1
  – Synthesized area per cell: 24.9 um^2
  – Part of the Yosys area used for sequential elements: 99.9%
  – Seq cells post-synth: 182

CTS
  – CTS Buffer Depth: 2
  – Num CTS Buffers: 17
  – H-tree levels: 4
  – CTS Sinks: 182
  – Clock root buffer master: clkbuf_16
  – CTS clk-pin slew, worst paths: 70 ps
  – CTS tree: yes

Routing
  – Drc violations: 0
  – DR iter-0 viols: 46
  – Routed wire length per instance: 14.5 um
  – Post-route ant nets: 0
  – Vias: 3120
  – Post-Route WL: 18500 um
  – Vias per cell: 2.44
  – Drt first pass iters: 4
  – ANT cells: 0

STA
  – FMAX: 0.774 GHz
  – Worst setup margin: -291 ps
  – Slew headroom: 83.2%
  – Final Hold Violating Endpoints: 0
  – Slew @ Worst Pin: 251 ps
  – Finish-stage setup viols: 182
  – Final period util: 129%
  – RSZ-0062 raised after global routing: true
  – Minimum clock period: 1290 ps
  – Max Slew Vio Count: 0

Floorplanning
  – Die H: 249 um
  – Core Util at FP: 8.84%
  – Core ar.: 0.0516 mm^2
  – Die width: 249 um
  – Rows: 83
  – Io pins: 366
  – Total die size: 0.0620 mm^2

Global route
  – Global-route wire length before repair: 26500 um
  – GRT Util Overall: 5.90%
  – Initial antenna violation count: 2
  – Gr ovfl total: 0
  – Met1 usage: 7.05%
  – GRT Max-Usage Layer: met2
  – GR Util met3: 3.93%
  – Maximum number of pins on one net before global-route repair: 36
  – Met2 usage: 8.78%
  – Number of global-route vias before repair: 3572

Critical path
  – Worst Path Arrival: 1090 ps
  – Crit path depth: 1
  – Worst path cell trace: buf_2
  – Critical Path End Type: primary output
  – Crit Path Max Fanout: 1
  – Critical-path top delay cell: dfstp_2
  – Crit path launch type: flop
  – Required @ worst endpoint: 800 ps
  – WS Path Type: flop to primary output
  – Buf+Inv Stages, Crit Path: 1
  – Crit path max-delay family: flip-flops
  – Crit-path max cell delay: 530 ps

Placed design
  – HPWL after DPL: 15200 um
  – Gpl congestion: 0.781
  – Buffers on Ports: 365
  – Area of placed instances: 0.00925 mm^2

Layout
  – Most numerous logic cell after layout: clkdlybuf4s50_1
  – Layout cells sized above 1: 39.6%
  – Most instantiated logic cells after routing: clkdlybuf4s50_1 (183), buf_2 (182), dfrtp_1 (179), clkbuf_16 (17), buf_4 (16)
  – Layout Utilization: 17.3%
  – Post-route cell area: 0.00894 mm^2
  – Combinational gate count: 0
  – Combined area of the multi-input logic cells: 0 um^2
  – Synthesis-to-finish area growth: 96.0%
  – Fillers: 5649

Pwr
  – Static leakage: 3.95 nW
  – Worst vdd rail ir drop: 1.21 mV
  – Power Dens Cells: 1780 mW/mm^2

Run
  – OpenROAD warning count: 31
  – Maxcap violations: 0

Hold path
  – Tightest Hold Check Type: input pin to asynchronous set/reset pin
-- synthesized netlist by cell type --
library cell	n	area (um^2)
dfrtp_1	179	4480
inv_1	1	3.75
dfstp_2	3	78.8
-- area by class of cell --
| cell class | instances | area [um^2] | share of cell area (%) |
|---|---|---|---|
| Timing Repair Buffer | 384 | 2920 | 32.7 |
| Sequential cell | 182 | 4560 | 51.0 |
| Clock buffer | 18 | 439 | 4.91 |
| Inverter | 1 | 7.51 | 0.0840 |
| Tap cell | 680 | 851 | 9.52 |
| Clock inverter | 14 | 161 | 1.81 |
-- per-layer routing --
layer / vias to the layer above / share of wire, %
li1: 1377 / -
met1: 1469 / 41
met2: 248 / 44
met3: 24 / 14
met4: 2 / 2.2
met5: - / 0.070
-- power breakdown --
part	internal [W]	switching, W
clock	0.00361	0.00322
sequential	0.00773	0.0000830
combinational	0.000921	0.000392
-- worst paths after layout --
kind                       slack (ps)               from           endpoint
max in group asynchronous         510                rst          pc_mw[18]
setup / recovery                 -290  instruction_mw[1]  instruction_mw[1]
min in group clk0                 120  instruction_de[4]  instruction_mw[4]
hold / removal                    100                rst     data_wr_mw[25]
-- cells by family (layout without fill, tap and decap cells) --
logic type | after synthesis | in the layout | share of synthesized area, %
flip-flops | 182 | 182 | 99.9
buffers and inverters | 1 | 417 | 0.0822
-- state kept, by name (all words and copies together), names as in the netlist --
signal,count
data_wr_mw,32
alu_mw,32
csr_addr_mw,12
pc_mw,32
csr_rf_wr_mw,1
instruction_mw,32
csr_rf_rd_mw,1
mem_op_mw,5
csr_wdata_mw,32
wb_sel_mw,2
rf_wr_mw,1
-- through the flow --
step / hold slack (ps) / std cells / worst slack [ps] / setup TNS [ps] / power [W]
CTS: 42.0 / 1279 / -371 / -41270 / 0.0165
detailed placement: 595 / 1247 / -173 / -641 / 0.00970
global route: 77.8 / 1279 / -368 / -40390 / 0.0168
global placement: 618 / 1247 / -174 / -2150 / 0.00970
floorplan: 204 / 183 / -1530 / -277460 / 0.00798
finish: 103 / 1279 / -291 / -26890 / 0.0159
-- timing repair --
| item | in CTS | in global routing |
|---|---|---|
| endpoints found under the setup margin | 182 | 182 |
| cloned | 0 | 0 |
| resized | 594 | 0 |
| setup buffers | 0 | 0 |
| hold buffers | 0 | 0 |
| endpoints found under the hold margin | 0 | 0 |
Power is estimated from default activity; no workload was simulated.
