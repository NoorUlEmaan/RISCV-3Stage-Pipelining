==> flow/design.v <==
module data_cache
(
    input logic rst, clk, dmem_sel, wr,
    input logic [3:0] mask,
    input logic [31:0] addr, dmem_data_wr,
    output logic [31:0] dmem_data_rd
);
    reg [31:0] cache_memory [63:0];
    assign dmem_data_rd = (dmem_sel & ~wr) ? cache_memory[addr[31:2]] : 32'd0;
    always_ff @(negedge clk) 
    begin
        if (dmem_sel && wr)
        begin
            if (mask[0]) cache_memory[addr[31:2]][7:0]   = dmem_data_wr[7:0];
            if (mask[1]) cache_memory[addr[31:2]][15:8]  = dmem_data_wr[15:8];
            if (mask[2]) cache_memory[addr[31:2]][23:16] = dmem_data_wr[23:16];
            if (mask[3]) cache_memory[addr[31:2]][31:24] = dmem_data_wr[31:24];
        end
    end
endmodule
==> flow/run.sh <==
#!/bin/bash
# OpenROAD 26Q1-2900-gdf79404cd8, Yosys 0.63+post, stock flow scripts
make -C /OpenROAD-flow-scripts/flow DESIGN_CONFIG=/design/flow/config.mk WORK_HOME=/design/flow/orfs finish
==> flow/config.mk <==
export PLATFORM = sky130hd
export DESIGN_NAME = data_cache
export DESIGN_NICKNAME = data_cache
export VERILOG_FILES = /design/flow/design.v
export SDC_FILE = /design/flow/constraint.sdc
export NUM_CORES = 4
export LEC_CHECK = 1
export CORE_UTILIZATION = 40
==> flow/constraint.sdc <==
current_design data_cache

set clk_period 33.0
set clk_io_pct 0.2

create_clock -name clk0 -period $clk_period [get_ports {clk}]

set non_clock_inputs [all_inputs -no_clocks]
set_input_delay [expr $clk_period * $clk_io_pct] -clock clk0 $non_clock_inputs
set_output_delay [expr $clk_period * $clk_io_pct] -clock clk0 [all_outputs]
==> impl_metrics.toml <==
# physical design summary
[critical_path]
critical_path_fanout_max = 1
critPathKind = "register to primary output"
critPathSlowestCell = "sky130_fd_sc_hd__a2111oi_0"
crit_arrival_ns = 20.17
worstSetupEndpointType = "primary output"
setup.worst_path.start_class = "register"
worstPathRequired_ns = 26.40
slowest_delay_ns = 0.78
critical_path.cell_chain = "or3b_2 -> a21oi_1 -> or4_1 -> a2111oi_0 -> buf_4 -> a31oi_1 -> clkdlybuf4s50_1"

[placement]
io_port_bufs = 76
dp_hpwl_um = 157000
dpl_worst_slack_ns = 6.04
finalWeightedCongestion = 0.955

[synthesis]
synthesis.area_um2 = 80500
number_of_warning_messages_in_the_yosys_log = 1
edf_count = 2048
synth.area.top_cells = "sky130_fd_sc_hd__edfxtp_1 76%, sky130_fd_sc_hd__a221oi_1 4.3%, sky130_fd_sc_hd__mux2i_1 2.1%, sky130_fd_sc_hd__a22oi_1 1.7%, sky130_fd_sc_hd__mux4_2 1.5%"
synth_adder_area_share = 0
syn_inst = 4815
synth_sequential_area_ratio = 0.764
synth_area_leader_cell = "sky130_fd_sc_hd__edfxtp_1"
largest_family_of_logic_cells_by_area = "AND-OR/OR-AND gates"
synth-main-ff-cell = "sky130_fd_sc_hd__edfxtp_1"
synth-xor-area-share = 0
yosysTopAreaCellShare = 0.764
synth.area.mux_share = 0.0437
async_reset_ff_frac = 0
synth-area-yosys_um2 = 80500
syn-mean-instance-area_um2 = 16.7
synth_flop_count = 2048
ys_cells = 4815
ys_sh_simple = 0.0636
netlist-cell-type-count = 65
synth_compound_gate_area_share = 0.105

[drt]
detail_route.wl_per_cell_um = 26.7
post_drt_via_cell_ratio = 5.53
totalWireLength_um = 263000
drt_iter0_markers = 4018
drt_first_pass_iters = 27
num_vias = 54400
antenna_violating_nets_post_route = 0
residual_drc_count = 0

[global_routing]
grt_pass1_vias = 59100
grt_util_all_layers = 0.282
grt_max_degree = 102
wire_length_of_the_first_global_routing_pass_um = 373000
grt_overflow = 0
grt_antenna_before_repair = 18

[clocking]
cts.root.buffer_cell = "sky130_fd_sc_hd__clkbuf_16"
cts_inserted_buffers = 216
clock_tree.htree_level_count = 4
tritoncts = "yes"
cts.repair.resized = 0
path_clk_slew_ns = 0.03
postCtsHoldBufs = 0
clock-sinks = 2048
cts_max_path_buffers = 3
post-cts-setup-buffer-count = 0

[final_layout]
final_layout_size_suffix_gt1_frac = 0.111
finalCoreUtilization = 0.497
layout_top_cells_excl_fill_tap = "2,110 x sky130_fd_sc_hd__inv_1, 2,048 x sky130_fd_sc_hd__edfxtp_1, 395 x sky130_fd_sc_hd__a221oi_1"
syn2layout_area_growth_pct = 23.4
layout.cells.most_common = "sky130_fd_sc_hd__inv_1"
largest_register_ff_count = 2048

[flow_run]
warnings = 1058
maxCapViolations = 0

[sta]
final_critical_path_setup_slack_ns = 6.23
finalMaxSlewViolations = 0
rsz_0062_raised_after_global_routing = "no"
hold_violations_final = 0
max_slew_margin = 0.250
final-setup-viol-count = 0
timing.hold.ws_ns = 14.85
fin_setup_tns_ns = 0
worst-slew-pin-transition_ns = 1.12

[pwr]
p_comb_frac = 0.047
p_leak_nw = 39.3
power.density_nw_per_um2 = 66.3
seq_power_share = 0.439
irDropWorstVdd_mv = 0.0579
p_int_mw = 4.77
power.switching_fraction = 0.276
power_switching_mw = 1.82
clock_power_share = 0.514

[floorplan]
chipHeight_um = 451
fp.dieArea_um2 = 203000
die_width_um = 451
fp_util = 0.403
rows = 164
core_area_um2 = 200000
io_pins = 104

[outcome]
outcome = "finished clean"

[hold_path]
worst_hold_path_type = "input port to primary output"
-- worst max-delay path, delay by kind of cell, from the launching register on --
family                 cells  cell delay (ns)
AND/OR/NAND/NOR            2             0.79
AND-OR/OR-AND              3             1.01
buffers and inverters      2             0.75
flip-flops                 1             0.33
-- cell families after synthesis --
family | count (synthesis)
simple gates | 953
compound gates | 1126
mux | 276
buf+inv | 412
flops | 2048
-- Yosys cell counts, drive strengths merged (6+ instances only) --
| cell | n |
|---|---|
| o22a | 15 |
| a2111oi | 29 |
| or4 | 13 |
| a22oi | 179 |
| or3b | 62 |
| nor4b | 14 |
| buf | 191 |
| clkbuf | 215 |
| a21oi | 131 |
| a221oi | 395 |
| o2111ai | 13 |
| o22ai | 123 |
| nor2 | 317 |
| edfxtp | 2048 |
| and3 | 44 |
| nor3b | 30 |
| mux2i | 169 |
| nand3 | 71 |
| nand2 | 144 |
| a211o | 13 |
| mux4 | 55 |
| nor4 | 14 |
| nor3 | 63 |
| nand3b | 127 |
| a2bb2oi | 13 |
| o221ai | 6 |
| a41oi | 18 |
| a211oi | 16 |
| a22o | 27 |
| inv | 6 |
| o21ai | 49 |
| a31oi | 42 |
| nand2b | 26 |
| nor2b | 7 |
| mux2 | 52 |
| o31ai | 13 |
| a21o | 27 |
-- cell type report --
type	instances	area, µm²
Clock buffer	221	5530
Sequential cell	2048	61500
Timing Repair Buffer	304	2340
Multi-Input combinational cell	2355	17300
Inverter	5	26.3
Antenna cell	42	105
Clock inverter	2209	9340
Tap cell	2656	3320
Fill cell	16200	100000
-- layer usage --
metal	wire, µm	global-route usage	vias to the layer above
li1	-	-	24200
met1	83500	0.297	26300
met2	116000	0.371	3369
met3	48100	0.254	581
met4	13700	0.162	29
met5	945	0.0355	-
-- power by group through the flow --
stage / registers [mW] / clock network, mW / logic [mW]
6_report: 2.89 / 3.39 / 0.309
4_1_cts: 2.89 / 3.47 / 0.303
5_1_grt: 2.89 / 3.78 / 0.324
-- worst paths after layout --
path	startpoint	end	slack [ns]	cells past startpoint
max	cache_memory[18][3]$_DFFE_NP_	dmem_data_rd[3]	6.23	7
min	addr[4]	dmem_data_rd[3]	14.85	7
-- through the flow --
stage,std cells,cell area [µm²],power [mW]
finish,9840,99400,6.59
global route,9811,99300,6.99
CTS,9798,99300,6.67
detailed placement,7369,84500,3.59
global placement,7369,84500,3.59
floorplan,4815,80500,3.44
No activity file was given, so power comes from the tool's default toggle rates.
