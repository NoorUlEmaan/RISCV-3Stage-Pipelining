==> flow/design.v <==
module register_file
(
    input logic clk, rf_wr,
    input logic [4:0] rs1, rs2, rd,
    input logic [31:0] wdata,
    output logic [31:0] rdata1, rdata2
);
    reg [31:0] register_file [31:0];
    always_ff @(posedge clk)
    begin
        if (rf_wr)
            register_file[rd] <= (|rd) ? wdata : 32'd0;
    end
    always_comb
    begin
        rdata1 = (|rs1) ? register_file[rs1] : 32'd0;
        rdata2 = (|rs2) ? register_file[rs2] : 32'd0;
    end
endmodule
==> flow/run.sh <==
#!/bin/bash
# OpenROAD 26Q1-2900-gdf79404cd8, Yosys 0.63+post, stock flow scripts
make -C /OpenROAD-flow-scripts/flow DESIGN_CONFIG=/design/flow/config.mk WORK_HOME=/design/flow/orfs finish
==> flow/config.mk <==
export PLATFORM = sky130hd
export DESIGN_NAME = register_file
export DESIGN_NICKNAME = register_file
export VERILOG_FILES = /design/flow/design.v
export SDC_FILE = /design/flow/constraint.sdc
export NUM_CORES = 4
export LEC_CHECK = 1
export CORE_UTILIZATION = 30
==> flow/constraint.sdc <==
current_design register_file

set clk_period 6.0
set clk_io_pct 0.2

create_clock -name clk0 -period $clk_period [get_ports {clk}]

set non_clock_inputs [all_inputs -no_clocks]
set_input_delay [expr $clk_period * $clk_io_pct] -clock clk0 $non_clock_inputs
set_output_delay [expr $clk_period * $clk_io_pct] -clock clk0 [all_outputs]
==> GITHUB_STEP_SUMMARY <==
## PnR job results

| Metric | Value |
|---|---|
| Top cells excl fill/tap | edfxtp_1 (1,024), mux4_2 (352), mux2i_1 (320) |
| Bufs and invs on worst path | 4 |
| DP HPWL | 94,400 um |
| Clk buf depth | 3 |
| Number of cells in Yosys stat | 2,610 |
| Mux frac, synth | 0.248 |
| Area reported by Yosys stat | 47,900 um2 |
| Post-synth EDFFs | 1,024 |
| Initial antenna violation count | 4 |
| Setup Fix Bufs, Post-CTS | 0 |
| CP max-delay cell | and2_1 |
| Ys Warns | 1 |
| Post-Synth Adder-Cell Area | 0 |
| Cell area leaders | edfxtp_1 (64%), mux4_2 (17%), mux2i_1 (6.7%), mux2_2 (1.5%), o221ai_1 (1.2%) |
| CP Data Arrival Time | 4160 ps |
| Slew headroom | 0.250 |
| Setup TNS | 0 ps |
| Max-area cell share | 0.642 |
| Critical path required time | 4800 ps |
| RSZ-0062 raised after global routing | no |
| Simple Share, Synth | 0.0275 |
| Xor+xnor area frac | 0 |
| Ao+oa area frac | 0.0575 |
| Largest net degree at the start of global routing | 66 |
| Critical path peak fanout | 32 |
| GRT busiest layer | met2 |
| Area Overhead vs Synth | 16.7% |
| FP Util | 0.302 |
| Post-Syn Area | 47,900 um2 |
| Residual DRC count | 0 |
| Vias in the first global route | 31,600 |
| First-pass GRT wire length | 226,000 um |
| Worst Setup Start Kind | input pin |
| CP Capture Type | primary output |
| Final setup fails | 0 |
| Cell Pwr Density | 286 nW/um2 |
| Port Buffers | 112 |
| Fraction of layout cells with a size suffix above 1 | 0.283 |
| Commonest Layout Cell | edfxtp_1 |
| Io pins | 113 |
| Vias per cell | 5.72 |
| Hold Fails Final Rpt | 0 |
| Synth Seq Share | 0.642 |
| Cell family with the largest share of critical-path delay | buffers and inverters |
| Post-synth top area cell | edfxtp_1 |
| Crit-path cells | buf_6 -> and2_1 -> buf_4 -> a22oi_1 -> a311oi_1 -> buf_4 -> clkdlybuf4s50_1 |
| Slew at the pin closest to its max-slew limit | 1120 ps |
| Die Y | 401 um |
| Resize count post-CTS | 0 |
| Reg clk slew, reported paths | 60 ps |
| Hold/Removal Path Class | input pin to register |
| Post-route ant nets | 0 |
| Met2 Use GR | 0.308 |
| Worst slack at placement | 623 ps |
| Largest logic family | multiplexers |
| Max-slew violations | 0 |
| Met1 Track Usage GR | 0.221 |
| Fin crit period | 5360 ps |
| Largest register FFs | 1,024 |
| CTS buffer count | 105 |
| Total GRT Usage | 0.211 |
| Clk root buf | clkbuf_16 |
| Iter 0 DRT Violations | 1,890 |
| Outcome | finished clean |
| Total wire length | 159,000 um |
| GP Congestion | 0.884 |
| Biggest register | register_file |
| Unique cell types | 35 |
| TritonRoute pass-1 iters | 6 |
| Synthesized instance count | 2,610 |
| Crit share post-route | 0.893 |
| Hold buffer count at CTS | 0 |
| Most frequent cell on the critical path | buf_4 |
| Die Footprint | 161,000 um2 |
| Top FF cell, synth | edfxtp_1 |
| Grt total ovfl | 0 |
| H-tree Lvls | 3 |
| Post-synth ARST share | 0 |
| WL/cell | 32.1 um |
| Site Rows | 146 |
| Maximum vdd ir drop | 0.231 mV |
| Worst setup margin | 641 ps |
| Die width | 401 um |
| Met3 Resource Use GR | 0.188 |
| Synth flops | 1,024 |
| CP Class | input pin to primary output |
| Fmax | 0.187 GHz |
| Mapped Avg Cell Area | 18.3 um2 |
| TritonCTS clock tree | yes |
| Max cap viols | 0 |
| Vias | 28,400 |
| Tool warnings | 26 |
| Worst path max stage delay | 650 ps |
| Core ar. | 158,000 um2 |
| Biggest regs | register_file x1024 |
| P_leak | 17.7 nW |
| Clock sinks | 1,024 |
## routing by layer
metal,up-vias,routed length [um]
li1,11600,-
met2,2249,72100
met3,327,31400
met1,14200,49700
met4,14,5770
met5,-,211
## final cells by class
class                   count  area [um2]
fillers                 14500      103000
well taps                2072        2590
inverters                   2        10.0
repair buffers            304        2910
multi-input cells        1365       16200
flip-flops and latches   1024       30700
clock inverters            65         614
diodes                      1        2.50
clock buffers             127        2750
## Yosys cell counts (2+ instances only)
library cell  count
inv_1             2
nor2b_1          37
or3b_2            2
nand2b_1          2
a21oi_1          32
nand2_1         102
o21ai_0          42
buf_4            49
a311oi_1         32
o21ai_1           4
or3b_1            2
edfxtp_1       1024
nor2_1           37
and2_1           33
mux4_2          352
a22oi_1          64
clkbuf_1         97
o221ai_1         64
nand3b_1          6
a211oi_1         64
mux2_2           64
a221oi_1         46
o2111ai_1        18
mux2i_1         320
nand3_1           2
nand4_1          32
buf_6            16
or3_1             2
nor2_2            2
buf_2            56
## tightest hold or removal path: cells and delay by family
kind	cells	cell delay, ps
and+or+nand+nor	1	130
buffers and inverters	2	590
## worst paths after layout
| kind | slack, ps | endpoint | cells after the start | start |
|---|---|---|---|---|
| setup / recovery | 640 | rdata1[20] | 7 | rs1[0] |
| hold / removal | 1410 | register_file[0][26] | 3 | wdata[26] |
## stage by stage
step / cell area [um2] / power (mW) / instances / utilization / hold WS [ps]
2_1_floorplan: 47900 / 9.00 / 2610 / - / 1770
4_1_cts: 55900 / 16.1 / 4959 / 0.353 / 1370
5_1_grt: 55900 / 16.4 / 4959 / 0.353 / 1440
6_report: 55900 / 16.0 / 4960 / 0.353 / 1410
3_3_place_gp: 52500 / 9.67 / 4767 / 0.331 / 2140
3_5_place_dp: 52500 / 9.67 / 4767 / 0.331 / 2150
## cell families after synthesis
logic type             after synthesis
AND-OR/OR-AND                      366
buffers and inverters              221
flip-flops                        1024
multiplexers                       736
AND/OR/NAND/NOR                    263
## power breakdown
part | internal, mW | switching, mW
Sequential | 7.98 | 0.0356
Combinational | 0.646 | 0.864
Clock | 3.69 | 2.79
Power is estimated from default activity; no workload was simulated.
